--- /design/flow/config.mk ---
export PLATFORM = sky130hd
export DESIGN_NAME = cpu
export DESIGN_NICKNAME = cpu
export VERILOG_FILES = /design/flow/design.v
export SDC_FILE = /design/flow/constraint.sdc
export NUM_CORES = 4
export LEC_CHECK = 1
export CORE_UTILIZATION = 40
--- /design/flow/constraint.sdc ---
current_design cpu

set clk_period 13.3
set clk_io_pct 0.2

create_clock -name clk0 -period $clk_period [get_ports {clk}]

set non_clock_inputs [all_inputs -no_clocks]
set_input_delay [expr $clk_period * $clk_io_pct] -clock clk0 $non_clock_inputs
set_output_delay [expr $clk_period * $clk_io_pct] -clock clk0 [all_outputs]
--- /design/flow/design.v ---
module ALU(
    input signed [15:0] A,
    input signed [15:0] B,
    input        [3:0]  OP,
    output reg   [15:0] C,
    output              bcond     
    );
    always @(*) begin
        case (OP)
            0:  C = A + B;           
            1:  C = A - B;           
            2:  C = A & B;           
            3:  C = A | B;           
            4:  C = ~A;              
            5:  C = ~A + 1'b1;       
            6:  C = A << 1;          
            7:  C = A >>> 1;         
            8:  C = {B[7:0], 8'b0};  
            9:  C = A - B;           
            10: C = A - B;           
            11: C = A;               
            12: C = A;               
            default: C = 16'bz;
        endcase
    end
    assign bcond = OP==9  ? (C!=0) :         
                   OP==10 ? (C==0) :         
                   OP==11 ? (C>0)  :         
                   OP==12 ? (C<0)  : 0;      
endmodule
module RF(
    input write,           
    input clk,
    input reset_n,
    input [1:0] addr1,     
    input [1:0] addr2,     
    input [1:0] addr3,     
    output [15:0] data1,   
    output [15:0] data2,   
    input [15:0] data3     
    );
    reg [63:0] register; 
    always @(posedge clk, negedge reset_n) begin
    	if (!reset_n) register <= 64'b0;
    	else if (write) register[16*addr3+: 16] <= data3;
    end
    assign data1 = register[16*addr1+: 16];
    assign data2 = register[16*addr2+: 16];
endmodule
module Control(
    input [3:0] opcode,  
    input [5:0] func,
    output RegDst,
    output Jump,
    output Branch,
    output MemRead,
    output MemtoReg,
    output reg [3:0] ALUOp,
    output MemWrite,
    output ALUSrc,
    output RegWrite,
    output OpenPort
    );
    assign RegDst = (opcode==4'd15);
    assign Jump = (opcode==4'd9 || opcode==4'd10);
    assign Branch = (opcode==4'd1 || opcode==4'd0 || opcode==4'd2 || opcode==4'd3);
    assign MemRead = (opcode==4'd7);
    assign MemtoReg = (opcode==4'd7);
    assign MemWrite = (opcode==4'd8);
    assign ALUSrc = !(opcode==4'd15 || opcode==4'd1 || opcode==4'd0);
    assign RegWrite = !(opcode==4'd8 || opcode==4'd1 || opcode==4'd0 || opcode==4'd2 || opcode==4'd3 || opcode==4'd9 || func==6'd28);
    assign OpenPort = (opcode==4'd15 & func==6'd28);
    always @(*) begin
        if (opcode==4'd15 & func<8) ALUOp = func[3:0];
        else if (opcode==4'd4 || opcode==4'd7 || opcode==4'd8) ALUOp = 0;
        else if (opcode==4'd5) ALUOp = 3;
        else if (opcode==4'd6) ALUOp = 8;
        else if (opcode==4'd0) ALUOp = 9;
        else if (opcode==4'd1) ALUOp = 10;
        else if (opcode==4'd2) ALUOp = 11;
        else if (opcode==4'd3) ALUOp = 12;
        else ALUOp = 15;
    end
endmodule
module cpu (
    output reg readM,                      
    output wire writeM,                    
    output reg [16-1:0] address,   
    inout [16-1:0] data,           
    input irq,                             
    input inputReady,                      
    input reset_n,                         
    input clk,                             
    output reg [16-1:0] num_inst,  
    output [16-1:0] output_port    
);
    reg [16-1:0] PC;            
    reg [16-1:0] nextPC;        
    reg [16-1:0] instruction;
    reg [16-1:0] dataReg;
    reg [16-1:0] epc;           
    localparam ISR_ADDR = 16'd20;
    reg [2:0] state; 
    localparam S_FETCH     = 3'd0;
    localparam S_WAIT_INST = 3'd1;
    localparam S_EXEC      = 3'd2;
    localparam S_WAIT_DATA = 3'd3;
    localparam S_MEM_WRITE = 3'd4; 
    localparam S_INTERRUPT = 3'd5; 
    wire RegDst, Jump, Branch, MemRead, MemtoReg, MemWrite, ALUSrc, RegWrite, OpenPort;
    wire [3:0] ALUOp;
    wire [16-1:0] ReadData1, ReadData2;
    wire bcond;
    wire [16-1:0] ALUResult;
    Control control(
        .opcode(instruction[15:12]),
        .func(instruction[5:0]),
        .RegDst(RegDst),
        .Jump(Jump),
        .Branch(Branch),
        .MemRead(MemRead),
        .MemtoReg(MemtoReg),
        .ALUOp(ALUOp),
        .MemWrite(MemWrite),
        .ALUSrc(ALUSrc),
        .RegWrite(RegWrite),
        .OpenPort(OpenPort)
    );
    RF rf(
        .write(RegWrite & (state == S_EXEC || state == S_WAIT_DATA)), 
        .clk(clk),
        .reset_n(reset_n),
        .addr1(instruction[11:10]),
        .addr2(instruction[9:8]),
        .addr3(RegDst ? instruction[7:6] : instruction[9:8]),
        .data1(ReadData1),
        .data2(ReadData2),
        .data3(MemtoReg ? data : ALUResult) 
    );
    ALU alu(
        .A(ReadData1),
        .B(ALUSrc ? {{8{instruction[7]}}, instruction[7:0]} : ReadData2),
        .OP(ALUOp),
        .C(ALUResult),
        .bcond(bcond)
    );
    always @(*) begin
        if (Jump) 
            nextPC = {PC[15:12], instruction[11:0]};
        else if (Branch & bcond) 
            nextPC = (PC+1) + {{8{instruction[7]}}, instruction[7:0]}; 
        else 
            nextPC = PC + 1;
    end
    assign output_port = OpenPort ? ReadData1 : {16{1'bz}};
    assign writeM = (state == S_MEM_WRITE);
    assign data = (state == S_MEM_WRITE) ? ReadData2 : {16{1'bz}};
    always @(posedge clk or negedge reset_n) begin
        if (!reset_n) begin
            PC <= 0;
            num_inst <= 0;
            state <= S_FETCH;
            readM <= 0;
            instruction <= 0;
            dataReg <= 0;
            address <= 0;
            epc <= 0;
        end else begin
            case (state)
                S_FETCH: begin
                    address <= PC;
                    readM <= 1;
                    state <= S_WAIT_INST;
                end
                S_WAIT_INST: begin
                    if (inputReady) begin
                        instruction <= data;
                        readM <= 0;
                        state <= S_EXEC;
                        num_inst <= num_inst + 1;
                    end
                end
                S_EXEC: begin
                    if (instruction[15:12] == 4'b1110) begin  
                        PC <= epc;           
                        state <= S_FETCH;   
                    end
                    else if (MemRead) begin   
                        address <= ALUResult;  
                        readM <= 1;            
                        state <= S_WAIT_DATA;  
                    end 
                    else if (MemWrite) begin  
                        address <= ALUResult;  
                        state <= S_MEM_WRITE;  
                    end
                    else begin  
                        PC <= nextPC;
                        if (irq) state <= S_INTERRUPT; 
                        else     state <= S_FETCH;
                    end
                end
                S_WAIT_DATA: begin
                    if (inputReady) begin
                        dataReg <= data;
                        readM <= 0;
                        PC <= nextPC;
                        if (irq) state <= S_INTERRUPT; 
                        else     state <= S_FETCH;
                    end
                end
                S_MEM_WRITE: begin
                    PC <= nextPC;      
                    if (irq) state <= S_INTERRUPT; 
                    else     state <= S_FETCH;
                end
                S_INTERRUPT: begin
                    epc <= PC;          
                    PC <= ISR_ADDR;     
                    state <= S_FETCH;   
                end
                default: state <= S_FETCH;
            endcase
        end
    end
endmodule
--- /design/flow/run.sh ---
#!/bin/bash
# OpenROAD 26Q1-2900-gdf79404cd8, Yosys 0.63+post, stock flow scripts
make -C /OpenROAD-flow-scripts/flow DESIGN_CONFIG=/design/flow/config.mk WORK_HOME=/design/flow/orfs finish
==> flow_summary.yaml <==
# implementation run metrics
logic_synthesis:
  ys_ff: 151
  ys_async_sr_fraction_pct: 100
  yosysWarnings: 7
  syn_inst: 1330
  ys_area_mm2: 0.0117
  synth.avg_cell_area_um2: 8.80
  yosysUniqueCellTypes: 89
  ys_cells: 1330
  postSynthSeqShare_pct: 32.3
  syn_area_mm2: 0.0117
  edf_count: 0
  ff_type: "dfrtp_1"
outcome:
  failing_step: "clock tree synthesis (4_1_cts)"
  error_line: "[error] [KeplerFormal.cpp:679] Workflow failed: Iso has multiple drivers: .data3, _1293_.X0"
  status: "did not finish"
cts:
  cts_buffers: 17
  cts_resized: 0
  root_buffer: "clkbuf_16"
  clk_path_buf_depth: 2
  post-cts-setup-buffer-count: 0
  postCtsHoldBufs: 0
  htreeDepth: 4
  cts.sinks: 151
placement:
  dp_cells: 1726
  numPortBuffers: 53
  dp_hpwl_um: 31100
  globalplace.congestion: 1.00
die:
  boundaryPins: 70
  die_h_um: 173
  fp_util_pct: 40.8
  die_w_um: 173
  num_rows: 62
-- cell families after synthesis --
kind of cell	Yosys count	share of synthesized area, %
simple gates	478	20.0
mux	85	10.9
buf+inv	108	4.00
fa+ha+maj	43	4.71
xor+xnor	64	4.79
compound gates	401	23.4
flops	151	32.3
-- per-stage QoR --
step / util [%] / area (µm²) / power, mW / setup slack (ps)
after floorplan: - / 11700 / 3.72 / 6590
after global placement: 44.1 / 12600 / 5.27 / 5830
after detailed placement: 44.1 / 12600 / 5.24 / 5700
-- cells in the mapped netlist, types with 31 or more instances --
| library cell | count | area (µm²) |
|---|---|---|
| ha_1 | 40 | 500 |
| nor2_1 | 103 | 387 |
| dfrtp_1 | 150 | 3750 |
| inv_1 | 31 | 116 |
| nand2_1 | 178 | 668 |
| mux2i_1 | 32 | 320 |
| clkbuf_1 | 44 | 165 |
| a21oi_1 | 70 | 350 |
| o21ai_0 | 114 | 571 |
| nor3_1 | 35 | 175 |
| xnor2_1 | 42 | 368 |
| a22o_1 | 49 | 429 |
| mux4_2 | 31 | 698 |
Power and IR drop assume default switching activity.
